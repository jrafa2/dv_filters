**flow/config.mk**
```make
export PLATFORM = sky130hd
export DESIGN_NAME = datapath
export DESIGN_NICKNAME = datapath
export VERILOG_FILES = /design/flow/design.v
export SDC_FILE = /design/flow/constraint.sdc
export NUM_CORES = 4
export LEC_CHECK = 1
export CORE_UTILIZATION = 30
```
**flow/constraint.sdc**
```tcl
current_design datapath

set clk_period 9.7
set clk_io_pct 0.2

create_clock -name clk0 -period $clk_period [get_ports {clk}]

set non_clock_inputs [all_inputs -no_clocks]
set_input_delay [expr $clk_period * $clk_io_pct] -clock clk0 $non_clock_inputs
set_output_delay [expr $clk_period * $clk_io_pct] -clock clk0 [all_outputs]
```
**flow/design.v**
```verilog
module datapath (
  input clk, 
  input reset_n, 
  input data_ready, 
  input  signed [7:0] data_in, 
  output signed [7:0] data_filtered,
  output filtered_ready,
  input cic_en,
  input fir_en,
  input clr_cic,
  input signed [7:0] coef0,
  input signed [7:0] coef1,
  input signed [7:0] coef2,
  input signed [7:0] div,
  input signed [1:0] decimation_ratio
);
  wire signed [7:0] data_cic;
  wire cic_ready;
  cic cic_u(.clk(clk), .resetn(reset_n), .clear(clr_cic), .enable(cic_en),	 
            .data_in_ready(data_ready), .data_in(data_in), .filter_dec_factor(decimation_ratio),   
            .data_out_ready(cic_ready), .data_out(data_cic)                  
            );
  fir fir_u(.clk(clk), .reset_n(reset_n), .enable(fir_en),                   
            .in_ready(cic_ready), .data_in(data_cic),                        
            .coef0(coef0), .coef1(coef1), .coef2(coef2), 
            .div(div),
            .data_out(data_filtered), .out_ready(filtered_ready)             
           );
endmodule
module cic #(
	parameter ORDER = 3,
	parameter MIN_DEC_RATE = 1,
	parameter MAX_DEC_RATE = 8,
	parameter INPUT_WIDTH = 8,
	parameter INPUT_FRAC_WIDTH = 7,
	parameter OUTPUT_WIDTH = 8,
	parameter OUTPUT_FRAC_WIDTH = 7
)
(
	input resetn,
	input clk,
	input clear,
	input enable,
    input [INPUT_WIDTH-1:0] data_in,
	input data_in_ready,
	input [$clog2($clog2(MAX_DEC_RATE+1))-1:0] filter_dec_factor,
	output reg data_out_ready,
	output reg signed [OUTPUT_WIDTH-1:0] data_out
);
	localparam int FULL_WIDTH = INPUT_WIDTH + 9;
	localparam int INT0_WIDTH = FULL_WIDTH;
	localparam int INT1_WIDTH = FULL_WIDTH;
	localparam int INT2_WIDTH = FULL_WIDTH;
	localparam int COMB1_WIDTH = FULL_WIDTH;
	localparam int COMB2_WIDTH = FULL_WIDTH;
	localparam int TRUNC_LSB = COMB2_WIDTH - (INPUT_WIDTH - INPUT_FRAC_WIDTH) - OUTPUT_FRAC_WIDTH;
	reg signed [INT0_WIDTH-1:0] cic_int_0;
	reg signed [INT1_WIDTH-1:0] cic_int_1;
	reg signed [INT2_WIDTH-1:0] cic_int_2;
	reg signed [COMB1_WIDTH-1:0] cic_comb_1;
	reg signed [COMB2_WIDTH-1:0] cic_comb_2;
	logic signed [COMB1_WIDTH-1:0] cic_comb_out_1;
	logic signed [COMB2_WIDTH-1:0] cic_comb_out_2;
	reg [$clog2(MAX_DEC_RATE)-1:0] cic_dec_factor_counter;
	logic signed [OUTPUT_WIDTH-1:0] truncated_data_out;
	always_comb begin
		cic_comb_out_1 = cic_int_2 - cic_comb_1;
		cic_comb_out_2 = cic_comb_out_1 - cic_comb_2;
		truncated_data_out = cic_comb_out_2[(OUTPUT_WIDTH-1)+TRUNC_LSB:TRUNC_LSB];
		truncated_data_out += $unsigned(cic_comb_out_2[TRUNC_LSB-1]);
	end
	always_ff @(posedge clk, negedge resetn) begin
		if(!resetn) begin
			cic_dec_factor_counter <= 'd0;
			data_out_ready <= 1'b0;
			data_out <= 'sd0;
			cic_int_0 <= 'sd0;
			cic_int_1 <= 'sd0;
			cic_int_2 <= 'sd0;
			cic_comb_1 <= 'sd0;
			cic_comb_2 <= 'sd0;
		end else if(clear) begin
			cic_dec_factor_counter <= 'd0;
			data_out_ready <= 1'b0;
			data_out <= 'sd0;
			cic_int_0 <= 'sd0;
			cic_int_1 <= 'sd0;
			cic_int_2 <= 'sd0;
			cic_comb_1 <= 'sd0;
			cic_comb_2 <= 'sd0;
		end else if(enable) begin
			data_out_ready <= 1'b0;
			if(data_in_ready) begin
				case(filter_dec_factor)
					0: cic_int_0 <= cic_int_0 + (data_in <<< 9);
					1: cic_int_0 <= cic_int_0 + (data_in <<< 6);
					2: cic_int_0 <= cic_int_0 + (data_in <<< 3);
					default: cic_int_0 <= cic_int_0 + data_in;
				endcase
				cic_int_1 <= cic_int_1 + cic_int_0;
				cic_int_2 <= cic_int_2 + cic_int_1;
				if(cic_dec_factor_counter == (2**filter_dec_factor-1)) begin
					cic_dec_factor_counter <= 'd0;
					cic_comb_1 <= cic_int_2;
					cic_comb_2 <= cic_comb_out_1;
					cic_int_2 <= cic_int_1;
					data_out_ready <= 1'b1;
					data_out <= truncated_data_out;
				end else begin
					cic_dec_factor_counter <= cic_dec_factor_counter + 1'b1;
				end
			end
		end
	end
endmodule
module fir  #(parameter WIDTH = 8)(
  input clk, 
  input reset_n, 
  input enable,
  input                          in_ready, 
  input  signed [WIDTH-1:0]      data_in, 
  output reg signed [WIDTH-1:0]  data_out,
  output reg                     out_ready,
  input  signed [WIDTH-1:0]      coef0,
  input  signed [WIDTH-1:0]      coef1,
  input  signed [WIDTH-1:0]      coef2,
  input  signed [WIDTH-1:0]       div
);
  localparam ACCUM_WIDTH      = WIDTH+WIDTH+WIDTH+2;    
  localparam ACCUM_FRAC_WIDTH = (WIDTH-1)+(WIDTH-1)+(WIDTH-1);
  reg [WIDTH-1:0] data_in_reg[0:1];         
  logic signed [ACCUM_WIDTH-1:0] accum_data;
  always_comb begin
    if(enable && in_ready) begin
      accum_data <= coef0 * data_in + coef1 * data_in_reg[0] + coef2 * data_in_reg[1];
    end
    else begin
      accum_data <= 'sd0;
    end
  end
  always @(posedge clk, negedge reset_n) begin
    if(!reset_n) begin
      data_in_reg[0] <= 0;
      data_in_reg[1] <= 0;
      data_out <= 'd0;
      out_ready <= 1'b0;
    end else if(enable && in_ready) begin
      data_in_reg[1] <= data_in_reg[0];
      data_in_reg[0] <= data_in;
      data_out <= accum_data >>> div;
      out_ready <= 1'b1;
    end else if(!enable) begin
      data_in_reg[0] <= 0;
      data_in_reg[1] <= 0;
      data_out <= 'd0;
      out_ready <= 1'b0;
    end else begin
    end
  end
endmodule : fir
```
**flow/run.sh**
```bash
#!/bin/bash
# OpenROAD 26Q1-2900-gdf79404cd8, Yosys 0.63+post, stock flow scripts
make -C /OpenROAD-flow-scripts/flow DESIGN_CONFIG=/design/flow/config.mk WORK_HOME=/design/flow/orfs finish
```
==> results_slide.txt <==
Run Summary

Run status
  • Outcome: completed

Finish
  • Logic area: 0.0131 mm^2
  • Flop area: 0.00305 mm^2
  • Non-filler instance count after layout: 2884
  • Share of layout cells above drive strength 1: 0.0392
  • Post-Route Utilization: 0.338
  • Final instance area: 0.0195 mm^2
  • Area grow syn2layout: 11.2%
  • Fill cells: 5866

CTS
  • Worst skew pair latency: 430 ps
  • PostCTS Resize Cnt: 0
  • Inserted Clock Buffers: 17
  • CTS root buf: clkbuf_16
  • Total clock sinks: 122
  • Post-CTS Setup Repair Bufs: 0
  • CTS Hold Buffers Added: 0
  • CTS max path bufs: 2
  • Worst-path clk slew: 50 ps
  • TritonCTS clock tree: done
  • H-tree levels: 4

Timing
  • Max-slew violations: 0
  • FMAX: 109 MHz
  • WHS: 480 ps
  • Worst Slack Setup Final: 546 ps
  • Final Hold Fails: 0
  • RSZ-0062 raised after global routing: false
  • Slew headroom: 0.432
  • Max Clock Skew: 11.5 ps
  • Final setup fails: 0
  • Cycle use final: 0.944
  • Worst Tran Pin Value: 851 ps
  • Setup TNS: 0 ps
  • Tmin final: 9150 ps

Route
  • ANT nets after route: 0
  • Total number of vias: 14300
  • Wire per inst: 14.2 um
  • Initial DRC count: 824
  • Drt via density: 4.97
  • DRC: 0
  • Final wirelength: 41100 um
  • Drt pass-1 iters: 5

Critical path
  • CP max-delay cell: clkdlybuf4s50_1
  • Crit end category: register
  • CP most frequent cell: fa_1
  • Critical Path RT: 10050 ps
  • Crit path arrival time: 9500 ps
  • CP Class: in2reg
  • Worst Path Max Fanout: 5
  • Startpoint Class: input port
  • Critical Path Max Stage Delay: 560 ps

Synthesis
  • MUX area fraction: 0.0281
  • Yosys cell count: 2085
  • Xor+xnor area frac: 0.0620
  • Yosys warning tally: 3
  • Synthesized area: 0.0175 mm^2
  • Main flop type: dfrtp_1
  • Simple share: 0.172
  • Synth area leader: dfrtp_1
  • Seq share, synth: 0.174
  • Cell Type Count: 75
  • Yosys reg bits: 122
  • Top cells by count, synth: inv_1, ha_1, nand2_1, fa_1, a21oi_1
  • Dominant combinational family: adder cells
  • Adder share: 0.309
  • Synth area leaders: dfrtp_1, ha_1, fa_1, inv_1, nand2_1
  • Post-synth EDFFs: 0
  • Asr flop ratio synth: 1.00
  • Yosys Chip Area: 0.0175 mm^2
  • Mapped Cells: 2085
  • Count leader, synth: inv_1
  • Mean Syn Cell Area: 8.40 um^2
  • Top area contributor share: 0.174
  • Aoi share: 0.176

Power
  • Combinational Power Share: 0.297
  • Worst vdd ir: 0.0891 mV
  • Switching power of the nets: 0.526 mW
  • LEAKAGE: 9.14 nW
  • PD cells: 83.7 mW/mm^2
  • Sw frac: 0.323
  • Reg power frac: 0.334
  • Pwr Total: 1.63 mW
  • Pint: 1.10 mW
  • Clock power frac: 0.369

Floorplan
  • Ports: 57
  • Fp util: 0.304
  • Core box area: 0.0577 mm^2
  • Total number of placement rows: 88
  • Width of the die: 244 um
  • Die H: 244 um
  • Die ar.: 0.0594 mm^2

Place
  • Worst slack at placement: 44.7 ps
  • Placed cells: 2851
  • Buffers added on ports: 56
  • GPL Wtd Cong: 0.924
  • DP Area: 0.0189 mm^2
  • Post-DP HPWL: 32600 um

Global route
  • Pin count of the biggest net entering global routing: 68
  • Total global routing track utilization: 0.148
  • Vias in the first global route: 14200
  • Antenna violations before repair: 2
  • Total gr overflow: 0
  • First-pass GRT wire length: 70900 um

Run
  • Log Warnings: 25
  • Max-cap violations: 0

Min path
  • Worst min path class: reg2reg
[worst max-delay path: cells and delay by family]
kind | cells | cell delay [ps]
adders and majority gates | 7 | 3330
muxes | 1 | 130
xor gates and xnor gates | 1 | 190
AOI/OAI and AO/OA | 11 | 2210
and+or+nand+nor | 5 | 840
buffers and inverters | 4 | 840
[cell type report]
type	instances	area share
multi-input combinational	1597	0.673
sequential	122	0.157
inverter	289	0.0557
tap	765	0.0491
timing repair buffer	78	0.0374
clock buffer	25	0.0249
clock inverter	7	0.00340
antenna	1	0.000128
[cell families after synthesis]
| kind of cell | Yosys count |
|---|---|
| AND/OR/NAND/NOR | 615 |
| AND-OR/OR-AND | 459 |
| buffers and inverters | 366 |
| adder cells (fa/ha/maj) | 353 |
| XOR/XNOR | 124 |
| flip-flops | 122 |
| multiplexers | 46 |
[power groups by stage]
stage         combinational, mW  clock [mW]  sequential [mW]
global route              0.547       0.642            0.547
CTS                       0.487       0.618            0.545
finish                    0.484       0.602            0.544
[path summary, 6_finish.rpt]
| path | from | to | slack [ps] | cells past startpoint |
|---|---|---|---|---|
| min in group asynchronous | reset_n | cic_u.cic_int_0[16]$_DFFE_PN0P_ | 1470 | 1 |
| max in group asynchronous | reset_n | cic_u.cic_comb_2[0]$_DFFE_PN0P_ | 6840 | 3 |
| worst max-delay path | coef0[0] | fir_u.data_out[1]$_DFFE_PN0P_ | 550 | 29 |
| worst min register to register | cic_u.cic_comb_2[0]$_DFFE_PN0P_ | cic_u.cic_comb_2[0]$_DFFE_PN0P_ | 480 | 2 |
| worst max register to register | cic_u.data_out[2]$_DFFE_PN0P_ | fir_u.data_out[1]$_DFFE_PN0P_ | 1930 | 28 |
| worst min-delay path | cic_u.cic_comb_2[0]$_DFFE_PN0P_ | cic_u.cic_comb_2[0]$_DFFE_PN0P_ | 480 | 2 |
[cells in the final DEF (no fill, tap or decap), types with 36 or more instances in the layout]
master	count
and2_1	94
dfrtp_1	122
o21ai_0	79
xnor2_1	89
nor2b_1	37
a21oi_1	126
fa_1	132
clkdlybuf4s50_1	51
ha_1	221
nand2_1	214
nor2_1	107
inv_1	288
a22o_1	36
mux2i_1	38
nor3_1	37
[routing by layer]
metal	share of wire	GRT usage	up-vias	wire [um]
li1	-	-	7141	-
met1	0.47	0.211	6879	19200
met2	0.48	0.245	271	19700
met3	0.042	0.0291	34	1740
met4	0.0092	0.0125	4	377
met5	0.0016	0.00654	-	66
No activity file was given, so power comes from the tool's default toggle rates.
